[flow/run.sh]
#!/bin/bash
# OpenROAD 26Q1-2900-gdf79404cd8, Yosys 0.63+post, stock flow scripts
make -C /OpenROAD-flow-scripts/flow DESIGN_CONFIG=/design/flow/config.mk WORK_HOME=/design/flow/orfs finish
[flow/config.mk]
export PLATFORM = sky130hd
export DESIGN_NAME = ALU_1bit
export DESIGN_NICKNAME = ALU_1bit
export VERILOG_FILES = /design/flow/design.v
export SDC_FILE = /design/flow/constraint.sdc
export NUM_CORES = 4
export LEC_CHECK = 1
export CORE_AREA = 10 10 70 70
export DIE_AREA = 0 0 80 80
[flow/constraint.sdc]
current_design ALU_1bit

set clk_period 3.0
set clk_io_pct 0.2

create_clock -name clk0 -period $clk_period

set non_clock_inputs [all_inputs -no_clocks]
set_input_delay [expr $clk_period * $clk_io_pct] -clock clk0 $non_clock_inputs
set_output_delay [expr $clk_period * $clk_io_pct] -clock clk0 [all_outputs]
[flow/design.v]
module ALU_1bit( result, carryOut, a, b, invertA, invertB, operation, carryIn, less ); 
  output wire result;
  output wire carryOut;
  input wire a;
  input wire b;
  input wire invertA;
  input wire invertB;
  input wire[1:0] operation;
  input wire carryIn;
  input wire less;
  wire output0;
  wire output1;
  wire output2;
  wire output3;
  wire actA, actB;
  assign actA = ( invertA == 1) ? ~a : a ; 
  assign actB = ( invertB == 1) ? ~b : b ; 
  assign output0 = actA & actB;
  assign output1 = actA | actB;
  assign output2 = actA ^ actB ^ carryIn;
  assign carryOut = ( actA & actB ) | ( carryIn & actB ) | ( carryIn & actA );
  assign output3 = less;
  assign result = ( operation == 2'b00 ) ? output0 :
		  ( operation == 2'b01 ) ? output1 :
		  ( operation == 2'b10 ) ? output2 : output3;
endmodule
==> qor.yml <==
drtIter0Drc: 0
grt_pass1_vias: 116
final_common_cell: "inv_1"
ys_seq_share_pct: 0
cp_cell_sequence: "clkdlybuf4s50_1 > inv_1 > fa_1 > inv_1 > mux4_2 > clkdlybuf4s15_1"
flop_area_um2: 0
setup_viol: 0
antenna_found_initial: 0
io_pins: 10
flops: 0
min_path_type: "input port to output port"
yosys_cells: 12
syn_avg_cell_area_um2: 8.97
worst_path_max_delay_cell: "fa_1"
swShare_pct: 32.4
grt_max_degree: 3
synth_top_area_share_pct: 23.3
dp_slack_ns: -0.399
ant_nets: 0
final_cell_mix: "inv_1, clkdlybuf4s50_1, dlygate4sd2_1, buf_4, ha_1"
synth_cells: 12
holdWs_ns: 1.99
slew_violations: 0
design_area_um2: 298
drtPass1Iterations: 1
hold_viol: 0
cp-end-kind: "output port"
wire_per_inst_um: 5.63
drv_cap: 0
arrival_ns: 2.28
grt_usage_pct: 1.23
overflow: 0
cp_data_required_time_ns: 2.40
worstPathMaxFanout: 1
drive_gt1_share_pct: 24.0
critical_path_buf_inv_count: 4
p_leak_nw: 0.132
drc_errors: 0
routabilityCongestion: 0.698
period_minus_slack_ns: 2.88
die_h_um: 80
die_width_um: 80
clock_power_share_pct: 0
met3_usage_pct: 0.455
cp_common_cell: "inv_1"
setup_slack_ns: 0.121
yosys_warnings: 0
portBuffers: 10
power.density_mw_per_mm2: 134
power_switching_mw: 0.0130
max_slew.worst_pin.slew_ns: 0.185
tool_warnings: 34
top_area_cell: "ha_1"
clock.fmax_mhz: 347
status: "completed"
worst_path_largest_cell_delay_ns: 0.52
clockBufferCount: 0
ir_drop_mv: 0.0295
rows: 21
critPathLaunchType: "input port"
vias_per_cell: 1.58
dieArea_mm2: 0.00640
use_met2_pct: 2.09
combPwrFrac_pct: 100.0
core-area_mm2: 0.00342
grt.met1_usage_pct: 1.53
area_delta_synth_final_pct: 177
critPathKind: "input port to output port"
dpl-instance-area_um2: 280
ys_types: 6
holdBufCountCts: 0
grt-busiest-layer: "met2"
p_seq_share_pct: 0
rsz0062_at_grt: "false"
fillers: 402
topCellsByArea: "ha_1, inv_1, mux4_2"
slew_headroom_pct: 87.6
yosysChipArea_um2: 108
routed_wl_um: 400
fp_util_pct: 3.15
fin_crit_sh_pct: 96.0
vias: 112
intPower_mw: 0.0271
cp_top_family: "buffers and inverters"
diodes: 0
setup_tns_ns: 0
syn_area_um2: 108
grt_pass1_wl_um: 614
cell type report:
type	instances	area [um^2]	area share, %
inverter	6	22.5	7.56
multi-input combinational	6	100	33.6
tap	46	57.6	19.3
timing repair buffer	13	118	39.5
per-layer routing:
metal,up-vias,wire (um),part of all wire (%)
met5,-,0,0
met4,0,0,0
met3,0,35,8.8
met2,5,210,53
met1,49,155,39
li1,58,-,-
power groups by stage:
stage         registers [mW]  clock network (mW)  logic, mW
CTS                        0                   0     0.0408
global route               0                   0     0.0454
finish                     0                   0     0.0400
Yosys cell counts:
library cell	count
inv_1	6
ha_1	2
fa_1	1
mux4_2	1
xnor2_1	1
xor2_1	1
what timing repair did:
action | in CTS | in global routing
buffers inserted | 1 | 0
pin swaps | 2 | 1
gates resized | 7 | 1
endpoints found under the setup margin | 1 | 1
hold endpoints to repair | 0 | 0
worst paths after layout:
path	from	to	slack, ns	cells past startpoint
worst max-delay path	carryIn	result	0.12	6
worst min-delay path	operation[0]	result	1.99	3
cell families (layout without fill, tap and decap cells):
group,after synthesis,count (layout),synth area share [%]
buffers and inverters,6,19,20.9
adder cells (fa/ha/maj),3,3,41.9
XOR/XNOR,2,2,16.3
multiplexers,1,1,20.9
through the flow:
stage               util, %  power [mW]  cells
global placement       8.21      0.0394     70
global route           8.72      0.0454     71
finish                 8.72      0.0400     71
detailed placement     8.21      0.0401     70
CTS                    8.68      0.0408     71
floorplan                 -      0.0135     12
Power and IR drop assume default switching activity.
